### flow/run.sh
#!/bin/bash
# OpenROAD 26Q1-2900-gdf79404cd8, Yosys 0.63+post, stock flow scripts
make -C /OpenROAD-flow-scripts/flow DESIGN_CONFIG=/design/flow/config.mk WORK_HOME=/design/flow/orfs finish
### flow/config.mk
export PLATFORM = sky130hd
export DESIGN_NAME = Stopwatch
export DESIGN_NICKNAME = Stopwatch
export VERILOG_FILES = /design/flow/design.v
export SDC_FILE = /design/flow/constraint.sdc
export NUM_CORES = 4
export LEC_CHECK = 1
export CORE_UTILIZATION = 30
### flow/constraint.sdc
current_design Stopwatch

set clk_period 4.3
set clk_io_pct 0.2

create_clock -name clk0 -period $clk_period [get_ports {clk}]

set non_clock_inputs [all_inputs -no_clocks]
set_input_delay [expr $clk_period * $clk_io_pct] -clock clk0 $non_clock_inputs
set_output_delay [expr $clk_period * $clk_io_pct] -clock clk0 [all_outputs]
### flow/design.v
module debounce(
    input clk,         
    input rst,         
    input btn_in,      
    output reg btn_out  
);
reg [15:0] cnt;         
always @(posedge clk or negedge rst) begin
    if (!rst) begin
        cnt <= 0;        
        btn_out <= 0;    
    end else begin
        if (btn_in == btn_out) begin
            cnt <= 0;    
        end else if (cnt < 16'hffff) begin
            cnt <= cnt + 1;  
            if (cnt == 16'hfffe) begin
                btn_out <= btn_in;  
            end
        end
    end
end
endmodule
module Segment_led
(
input [3:0] cnt_units,   
input [3:0] cnt_tens,   
output [8:0] led_1,  
output [8:0] led_2 
);
reg[8:0] mem1 [9:0]; 
reg[8:0] mem2 [9:0]; 
initial 
	begin
		mem1[0] = 9'h3f;    
		mem1[1] = 9'h06;    
		mem1[2] = 9'h5b;    
		mem1[3] = 9'h4f;    
		mem1[4] = 9'h66;    
		mem1[5] = 9'h6d;    
		mem1[6] = 9'h7d;    
		mem1[7] = 9'h07;    
		mem1[8] = 9'h7f;    
		mem1[9] = 9'h6f;    
	end
initial 
    begin
        mem2[0] = 9'hBF;  
        mem2[1] = 9'h86; 
        mem2[2] = 9'hDB; 
        mem2[3] = 9'hCF; 
        mem2[4] = 9'hE6; 
        mem2[5] = 9'hED; 
        mem2[6] = 9'hFD; 
        mem2[7] = 9'h87; 
        mem2[8] = 9'hFF; 
        mem2[9] = 9'hEF; 
end
assign led_1 = mem1[cnt_units];
assign led_2 = mem2[cnt_tens];
endmodule
module divide(
  input clk,  
  output reg clkout  
);
reg [31:0] counter;  
always @(posedge clk) begin
  if (counter == 600000-1) begin  
    counter <= 0;  
    clkout <= ~clkout;  
  end else begin
    counter <= counter + 1;  
  end
end
endmodule
module Stopwatch (clk, start_btn, stop_btn, inc_btn, rst, led1, led2);
    input clk, start_btn, stop_btn, inc_btn, rst;            
    output [8:0] led1;
    output [8:0] led2;
    reg inc_btn_prev = 0;  
    reg [3:0] cnt_units;          
    reg [3:0] cnt_tens;          
    reg start_flag = 0;       
    reg stop_flag = 0;        
    reg start_btn_prev = 0;   
    reg stop_btn_prev = 0;    
    wire clk1h;                
    wire inc_btn_debounced;    
    Segment_led u1 (
        .cnt_units(cnt_units),   
        .led_1(led1),
        .led_2(led2),
        .cnt_tens(cnt_tens)
    );
    divide u2 (
        .clk(clk),
        .clkout(clk1h)
    );
    debounce db_inc_btn(
        .clk(clk),
        .rst(rst),
        .btn_in(inc_btn),
        .btn_out(inc_btn_debounced)
    );
    always @(posedge clk or negedge rst) begin
    if (!rst) begin
        start_flag <= 0;         
        stop_flag <= 0;          
        start_btn_prev <= 0;     
        stop_btn_prev <= 0;      
    end else begin
        start_btn_prev <= start_btn;   
        stop_btn_prev <= stop_btn;     
        if (start_btn && !start_btn_prev) begin
            start_flag <= 1;     
            stop_flag <= 0;      
        end
        if (stop_btn && !stop_btn_prev) begin
            stop_flag <= 1;      
        end
    end
end
    always @(posedge clk1h or negedge rst) begin
    if (!rst) begin
        cnt_units <= 0;              
        cnt_tens <= 0;               
        inc_btn_prev <= 0;           
    end else begin
        inc_btn_prev <= inc_btn_debounced;    
        if (start_flag && !stop_flag) begin
            if (cnt_units >= 9) begin
                cnt_units <= 0;
                if (cnt_tens >= 9) 
                    cnt_tens <= 0;       
                else 
                    cnt_tens <= cnt_tens + 1;    
            end else 
                cnt_units <= cnt_units + 1;      
        end
        if (inc_btn_debounced && !inc_btn_prev && cnt_tens >= 1) begin
            if (cnt_units >= 9) begin
                cnt_units <= 0;
                if (cnt_tens >= 9) 
                    cnt_tens <= 0;       
                else 
                    cnt_tens <= cnt_tens + 1;    
            end else 
                cnt_units <= cnt_units + 1;      
        end
    end
end
endmodule
==> results.yml <==
# synthesis and place-and-route metrics
final_timing:
  hold_violations: 0
  finalSetupViolations: 0
  worst_slack_ns: 2.05
  slew_headroom: 0.474
  untimed_endpoints: 23
  rsz0062_at_grt: "no"
  drv_slew: 0
  period_minus_slack_ns: 2.25
  setup-tns-final_ns: 0
  unclocked_regs: 9
  tightest_slew_ns: 0.783
  skew_ns: 0.00814
  fmax_mhz: 445
  fin_crit_sh: 0.523
route:
  antenna_cells: 0
  wl_per_cell_um: 11.4
  first_iter_violations: 172
  drc: 0
  via_per_inst: 4.91
  via_count: 2523
  wl_mm: 5.86
  drtAntennaViolNets: 0
  drtPass1Iterations: 4
pwr:
  p_leak_uw: 0.00168
  max-vdd-ir-drop_v: 0.000156
  power.density_nw_per_um2: 256
  p_total_uw: 995
cts:
  tritoncts: "yes"
  ctsHtreeMaxLevel: 2
  clk_latency_ns: 0.29
  clk_pin_slew_worst_paths_ns: 0.07
  ctsHoldBuffers: 0
  post_cts_buffers: 0
  cts-root-buf: "clkbuf_16"
  clk_path_buf_depth: 2
  ctsResizeCount: 0
  cts_made_buffers: 5
setup_path:
  r2r-end: "u2.counter[16]"
  start_kind: "register"
  r2r_cells: 5
  crit_type: "reg -> reg"
  ff2ff_setup_slack_ns: 2.05
  r2r_start: "u2.counter[0]"
  critPathArrivalTime_ns: 2.47
  end_kind: "register"
  crit_fanout: 11
  worstPathRequired_ns: 4.52
cells_and_area:
  flop_area_um2: 1420
  instances_no_fill: 514
  final_layout_size_suffix_gt1_frac: 0.102
  combGateArea_um2: 1860
  area_growth_pct: 13.2
  num-fill-cells: 1092
yosys:
  edf_count: 1
  syn_inst: 360
  ys_warn_count: 4
  yosysCellCount: 360
  synth_cell_types: 58
  syn_area_um2: 3440
  yosys_area_um2: 3440
  avgSynthCellArea_um2: 9.55
  yosys.stat.seqShare: 0.413
  ff_type: "dfxtp_1"
  ys.flops: 63
  synth_async_sr_flop_share: 0.476
global_routing:
  overflow: 0
  grt_pass1_wl_mm: 10.4
  track_usage: 0.108
  grt_pass1_vias: 2267
  grt_max_degree: 31
  antenna_found_initial: 0
floorplanning:
  die_y_um: 109
  die_w_um: 109
  chipArea_um2: 11900
  core-area_um2: 11000
  io_pins: 23
  core_util_floorplan: 0.313
  fp-row-count: 38
job:
  cap_violations: 0
  warnings: 39
place:
  gp_congestion: 0.792
  port_buffers: 18
  placed_cells: 506
  post-place-ws_ns: 1.97
  dp_hpwl_mm: 4.23
worst_hold_path:
  worstHoldEndpoint: "stop_flag"
  hold_path.startpoint: "stop_btn_prev"
  min_path_type: "reg -> reg"
  min_delay_path_depth: 1
run_status:
  status: "completed"
-- routing by layer --
| metal | part of all wire | wire (µm) | vias up | track usage |
|---|---|---|---|---|
| met2 | 0.44 | 2550 | 25 | 0.167 |
| met5 | 0 | 0 | - | 0 |
| li1 | - | - | 1303 | - |
| met1 | 0.54 | 3140 | 1193 | 0.167 |
| met4 | 0.0046 | 27 | 0 | 0.00772 |
| met3 | 0.024 | 140 | 2 | 0.0165 |
-- cells in the final DEF, fill, tap and decap left out, types with 4 or more instances in the layout --
| master | count |
|---|---|
| dfxtp_1 | 32 |
| dfrtp_1 | 30 |
| nand2_1 | 28 |
| xor2_1 | 26 |
| nor2_1 | 25 |
| o21ai_0 | 22 |
| ha_1 | 18 |
| clkdlybuf4s50_1 | 18 |
| inv_1 | 16 |
| a21oi_1 | 16 |
| nand3_1 | 14 |
| nand2b_1 | 10 |
| nand4_1 | 10 |
| nor3_1 | 9 |
| or3_1 | 8 |
| and3_1 | 5 |
| or4_1 | 5 |
| clkbuf_16 | 5 |
| nor2b_1 | 4 |
| nor4_2 | 4 |
| nor4b_1 | 4 |
| conb_1 | 4 |
-- critical path, stage by stage, from the launching register on --
cell and delay [ns]:
dfxtp_1 0.37, ha_1 0.20, and3_1 0.27, nand4_1 0.63, or3_1 0.58, a21oi_1 0.14
-- area by class of cell --
cell class | instances | share of cell area
multi-input combinational | 266 | 0.479
sequential | 63 | 0.365
timing repair buffer | 21 | 0.0521
tap | 140 | 0.0450
clock buffer | 5 | 0.0322
inverter | 16 | 0.0154
clock inverter | 3 | 0.0113
-- Yosys cell counts (4+ instances only) --
| cell | number | area, µm² |
|---|---|---|
| nor4b_1 | 4 | 35.0 |
| or4_1 | 5 | 37.5 |
| nor2b_1 | 4 | 25.0 |
| nand2_1 | 28 | 105 |
| or3_1 | 8 | 50.1 |
| ha_1 | 18 | 225 |
| buf_2 | 6 | 30.0 |
| and3_1 | 5 | 31.3 |
| inv_1 | 16 | 60.1 |
| a21oi_1 | 16 | 80.1 |
| clkbuf_1 | 4 | 15.0 |
| nand4_1 | 10 | 62.6 |
| o21ai_0 | 22 | 110 |
| nor4_2 | 4 | 50.1 |
| dfrtp_1 | 30 | 751 |
| xor2_1 | 26 | 228 |
| dfxtp_1 | 32 | 641 |
| nand2b_1 | 10 | 62.6 |
| buf_4 | 6 | 45.0 |
| nand3_1 | 14 | 70.1 |
| nor3_1 | 9 | 45.0 |
| nor2_1 | 25 | 93.8 |
-- power by group --
part	switching, µW	leakage [µW]	internal (µW)
clock	179	0.0000842	276
sequential	4.35	0.000663	508
combinational	16.0	0.000936	11.2
total	199	0.00168	795
-- sequential cells by signal (all words and copies together) (netlist names), named ones only --
| signal | cells |
|---|---|
| cnt_units | 4 |
| db_inc_btn.btn_out | 1 |
| db_inc_btn.cnt | 16 |
| inc_btn_prev | 1 |
| start_btn_prev | 1 |
| start_flag | 1 |
| stop_btn_prev | 1 |
| stop_flag | 1 |
| u2.clkout | 1 |
| u2.counter | 32 |
-- stage by stage --
| step | hold slack (ns) | instance area (µm²) | util |
|---|---|---|---|
| after floorplan | 0.400 | 3450 | - |
| after global placement | 0.404 | 3720 | 0.339 |
| after detailed placement | 0.409 | 3720 | 0.339 |
| after CTS | 0.418 | 3890 | 0.354 |
| after global routing | 0.459 | 3890 | 0.354 |
| final | 0.416 | 3890 | 0.354 |
-- cells by family after synthesis --
group	synth area share
fa+ha+maj	0.0655
other cells	0.00218
buf+inv	0.0469
xor+xnor	0.0713
mux	0.00982
flops	0.413
simple gates	0.281
compound gates	0.110
-- worst max path at each step --
stage	from	to	slack [ns]
6_report	u2.counter[0]	u2.counter[16]	2.05
5_1_grt	u2.counter[0]	u2.counter[16]	1.84
4_1_cts	u2.counter[0]	u2.counter[16]	2.02
Power is estimated from default activity; no workload was simulated.
